==> ./design.v <==
module pencoder16to4(w,y,z);
input [15:0] w;
output [3:0] y;
output z;
reg [3:0] y;
reg z;
integer k;
always @ (w)
begin
if(w==0)
begin
z=0;
y=0;
end
else
begin
for(k=0;k<16;k=k+1)
if(w[k]==1)
y=k;
z=1;
end
end
endmodule
==> ./run.sh <==
#!/bin/bash
# OpenROAD 26Q1-2900-gdf79404cd8, Yosys 0.63+post, stock flow scripts
make -C /OpenROAD-flow-scripts/flow DESIGN_CONFIG=/design/flow/config.mk WORK_HOME=/design/flow/orfs finish
==> ./config.mk <==
export PLATFORM = sky130hd
export DESIGN_NAME = pencoder16to4
export DESIGN_NICKNAME = pencoder16to4
export VERILOG_FILES = /design/flow/design.v
export SDC_FILE = /design/flow/constraint.sdc
export NUM_CORES = 4
export LEC_CHECK = 1
export CORE_AREA = 10 10 70 70
export DIE_AREA = 0 0 80 80
==> ./constraint.sdc <==
current_design pencoder16to4

set clk_period 2.2
set clk_io_pct 0.2

create_clock -name clk0 -period $clk_period

set non_clock_inputs [all_inputs -no_clocks]
set_input_delay [expr $clk_period * $clk_io_pct] -clock clk0 $non_clock_inputs
set_output_delay [expr $clk_period * $clk_io_pct] -clock clk0 [all_outputs]
==> Changelog: implementation <==
### Metrics

* Post-synth area from yosys stat at 225.2 sq um
* Initial antenna violation count at 0
* Top FF cell, synth: dlxtn_1
* Top cells, area: dlxtn_1 27%, nor2_1 12%, nor4_1 11%, nand2b_1 8.3%, a2111o_1 5.0%
* Minimum clock period at 2116 ps
* Layout cells sized above 1 at 54.79%
* First-pass GRT wire length at 1897 um
* Distinct cells, synth at 16
* Critical path type: input pin to output pin
* Total power at 98.58 uW
* Nature of the critical path endpoint: output pin
* Crit start category: input pin
* Total grt overflow at 0
* Final worst path period share at 96.17%
* Status: completed
* CP max stage delay at 370 ps
* Drt wl/cell at 9.479 um
* Hpwl dp at 876.7 um
* Inst Count DP at 117
* Crit-path slowest cell: a2111o_1
* PnR worst setup slack at 84.18 ps
* Top Layout Cells: 11 x buf_6, 11 x buf_4, 5 x dlygate4sd2_1
* Number of I/O port buffers at 21
* Cell family with most CP delay: buffers and inverters
* Area added between synthesis and finish at 219.4%
* LEAKAGE at 0.2936 nW
* # DRC at 0
* Row count at 21
* Ys cells at 32
* F_max at 472.6 MHz
* # fillers at around 380
* DRT iter0 DRCs at 16
* Max-cap violation count at 0
* Max reg flops at 4
* Worst-path maximum fanout at 2
* Initial core utilization at between 6 and 7%
* Mean Syn Cell Area at 7.038 sq um
* Placer Congestion at 0.7571
* Worst endpoint required time at 1760 ps
* Synth flops at 4
* Final hold violation count at 0
* Cell type with the largest total area: dlxtn_1
* Worst hold path type: input pin to output pin
* Area share, top type at a little over a quarter
* Synth Cell Area at about 230 sq um
* WP buf/inv at 5
* Die area at 6400 sq um
* Synth warn at 1
* Total tool warning count at 32
* Register pins left without a clock at 4
* Vias in the first global route at between 400 and 500
* Async S/R FF share, synth at 0%
* Fin. max-slew vios at 0
* Cells after synthesis at 32
* Peak VDD IR at approximately 21 uV
* Detail Route Antenna Nets at 0
* Flip-flops with a built-in enable at 0
* Number of unconstrained endpoints at 4
* Die width at 80 um
* DRT Wirelength at 1128 um
* Ant. Diodes at 0
* Setup repair after global routing missed its margin: false
* Routed vias/inst at about 3.3
* Power Density at about 140 nW/um^2
* Via Count at 397
* Layout Cells excl Fill at 119
* Core area at 3416 sq um
* CP arrival at 1680 ps
* Largest net degree at the start of global routing at 5
* Top Ports at 21
* Total GRT Usage at 3.447%
* Worst-path cell chain: buf_6 > nor2_4 > buf_4 > buf_4 > buf_4 > o31ai_4 > a2111o_1 > dlxtn_1 > buf_2
* Post-Place Setup Slack at -625.5 ps
* CP most frequent cell: buf_4
* # setup viols final at 0
* Die y size at 80 um
* Detailed-router iteration count before antenna repair at 2
[cell type report]
class | instances | area [sq um] | share of cell area (%)
timing repair buffer | 38 | 337.8 | 46.96
multi-input combinational | 30 | 260.3 | 36.17
sequential | 4 | 60.06 | 8.348
tap | 46 | 57.56 | 8.000
inverter | 1 | 3.754 | 0.5217
[timing repair]
item,4_1_cts,5_1_grt
gates resized,76,5
endpoints found under the setup margin,5,1
setup buffers,5,0
hold buffers,0,0
pin swaps,12,3
[cell families after synthesis]
kind of cell           share of synthesized area, %
AND/OR/NAND/NOR                               50.56
latches                                       26.67
AND-OR/OR-AND                                 19.45
other                                         1.665
buffers and inverters                         1.665
[Yosys cell counts (2+ instances only)]
library cell  count
dlxtn_1           4
nand2_1           2
nand2b_1          3
nor2_1            7
nor3_1            2
nor4_1            4
[routing by layer]
| metal | wire length [um] | global-route usage, % | part of all wire, % | up-vias |
|---|---|---|---|---|
| met1 | 507 | 4.440 | 45 | 185 |
| met5 | 0 | 0 | 0 | - |
| met3 | 97 | 0.7955 | 8.6 | 0 |
| met2 | 523 | 6.019 | 46 | 11 |
| li1 | - | - | - | 201 |
| met4 | 0 | 0 | 0 | 0 |
[report_power, final]
part / switching, mW / internal, mW / leakage (nW)
sequential: 0.000332 / 0.00481 / 0.0336
combinational: 0.0371 / 0.0563 / 0.260
clock: 0 / 0 / 0
[stage by stage]
| stage | cell area (sq um) | hold slack [ps] | utilization [%] | TNS, ps |
|---|---|---|---|---|
| 4_1_cts | 732.0 | 1278 | 21.43 | 0 |
| 6_report | 719.4 | 1276 | 21.06 | 0 |
| 3_3_place_gp | 616.8 | 1915 | 18.06 | -2282 |
| 2_1_floorplan | 236.5 | 951.2 | - | 0 |
| 5_1_grt | 719.4 | 1294 | 21.06 | 0 |
| 3_5_place_dp | 616.8 | 1923 | 18.06 | -2293 |
[worst paths after layout]
check	start	to	slack, ps	cells after the start
max	w[3]	y[1]	80	9
min	w[2]	z	1280	4
Power and IR drop assume default switching activity.
