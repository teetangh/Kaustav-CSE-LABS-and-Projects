==> ./design.v <==
module tffposclockasynactivelowreset(T,Clock,Resetn,Q);
	input T,Clock,Resetn;
	output Q;
	reg Q;
	always @(negedge Resetn or posedge Clock)
	if(!Resetn)
		Q<=0;
	else if(T)
		Q<=~Q;
	else
		Q<=Q;
endmodule
module syncupcounter4bit(CounterClock,f);
	input CounterClock;
	output [3:0]f;
	tffposclockasynactivelowreset stage0(1,CounterClock,1,f[0]);
	tffposclockasynactivelowreset stage1(f[0],CounterClock,1,f[1]);
	tffposclockasynactivelowreset stage2(f[0]&f[1],CounterClock,1,f[2]);
	tffposclockasynactivelowreset stage3(f[0]&f[1]&f[2],CounterClock,1,f[3]);
endmodule
==> ./run.sh <==
#!/bin/bash
# OpenROAD 26Q1-2900-gdf79404cd8, Yosys 0.63+post, stock flow scripts
make -C /OpenROAD-flow-scripts/flow DESIGN_CONFIG=/design/flow/config.mk WORK_HOME=/design/flow/orfs finish
==> ./config.mk <==
export PLATFORM = sky130hd
export DESIGN_NAME = syncupcounter4bit
export DESIGN_NICKNAME = syncupcounter4bit
export VERILOG_FILES = /design/flow/design.v
export SDC_FILE = /design/flow/constraint.sdc
export NUM_CORES = 4
export LEC_CHECK = 1
export CORE_AREA = 10 10 70 70
export DIE_AREA = 0 0 80 80
==> ./constraint.sdc <==
current_design syncupcounter4bit

set clk_period 1.6
set clk_io_pct 0.2

create_clock -name clk0 -period $clk_period [get_ports {CounterClock}]

set non_clock_inputs [all_inputs -no_clocks]
set_input_delay [expr $clk_period * $clk_io_pct] -clock clk0 $non_clock_inputs
set_output_delay [expr $clk_period * $clk_io_pct] -clock clk0 [all_outputs]
==> results_slide.txt <==
Flow Results at a Glance

Run status
  – Status: finished clean

Yosys
  – Synthesized instance count: 14
  – Unique cell types: 6
  – Syn avg cell area: 12.1 um2
  – Synthesized cell area: 169 um2
  – Yosys Chip Area: 169 um2
  – Post-synth top area cell: edfxtp_1
  – Post-synthesis sequential area ratio: 65.2%
  – Yosys Instances: 14
  – Yosys reg bits: 4
  – Synth top area share: approximately 53%
  – Yosys Warn Count: 6
  – Post-synth area hogs: edfxtp_1 (53%), buf_4 (18%), dfxtp_1 (12%)

Clock network
  – Clk sink count: 4
  – Hold buffers post-CTS: 0
  – Clock tree root driver cell: clkbuf_4
  – CTS tree: done
  – H-tree depth: 1
  – Clock tree buffer depth: 2
  – Setup Buffers After CTS: 0
  – Worst-path clk slew: roughly 0.04 ns
  – PostCTS Resize Cnt: 0
  – Total CTS buffers: 3
  – Latency at later pin: 0.24 ns

Setup path
  – Critical path's largest stage delay: 0.52 ns
  – Crit Path Max Fanout: 5
  – Crit end category: output port
  – Delay-heaviest family, CP: buffers and inverters
  – Worst Path Buf+Inv: 1
  – CP arrival: 1.12 ns
  – Crit path kind: reg2out
  – Critical Path Source Type: flip-flop
  – Cell Chain, Critical Path: clkdlybuf4s50_1
  – Slowest cell on crit path: clkdlybuf4s50_1
  – FF-to-FF setup slack: 0.75 ns
  – Worst EP required: 1.28 ns

Floorplan
  – Die area: 0.00640 mm2
  – # IOs: 5
  – FP Util: 4.95%
  – Die W: about 80 um
  – Die H: 80 um
  – Core Area: 0.00342 mm2
  – # rows: 21

Final layout
  – Fillers: 407
  – Area grow syn2layout: 55.6%
  – Post-route cell area: 263 um2
  – Finished Layout Cells: ~64
  – Share of cells above drive strength 1: 22.2%

Route
  – Drt total wl: 331 um
  – Routed vias/inst: 1.53
  – ANT nets after route: 0
  – Routed vias: about 98
  – Drt first pass iters: 4
  – Number of DRC violations after detailed-routing iteration 0: 3
  – ANT cells: 0
  – Routed wire length per instance: 5.17 um
  – DR DRC count: 0

GRT
  – First-pass GRT wire length: roughly 440 um
  – Initial antenna violation count: 0
  – Number of global-route vias before repair: between 90 and 100
  – Largest net degree at the start of global routing: 6
  – Overflow left after global routing: 0
  – All-Layer GR Usage: 1.09%

Power and ir drop
  – Worst VDD drop: 0.158 mV
  – Sequential share of power: 44.5%
  – Psw: 0.0442 mW
  – Logic pwr share: 0%
  – Internal power: 0.204 mW
  – P_leak: 0.0819 nW
  – Clock share of power: 55.5%
  – Sw Share: 17.8%
  – PwrDens: 946 mW/mm2

Flow run
  – Tally of OpenROAD warnings: 25
  – Max-cap violations: 0

Final timing
  – Post-layout period usage: 90.2%
  – Final min period: ~1.4 ns
  – Worst rel slew slack: 90.0%
  – RSZ-0062 raised after global routing: no
  – Least-Margin Pin Slew: 0.150 ns
  – Clock Skews: 0.00642 ns
  – Fmax: 693 MHz
  – Setup_tns: 0 ns
  – Final Max Slew Viols: 0
  – Final setup fails: 0
  – Final hold vios: 0

Placed design
  – Area after DPL: 236 um2
  – Placed Instances: 60
  – Port Buffer Count: 4
  – Gpl congestion: 0.668

Hold path
  – Hold Path Class: reg2reg
-- final timing paths --
kind                            startpoint        to  cells past startpoint
worst min-delay path              stage0.Q  stage0.Q                      1
worst min register to register    stage0.Q  stage0.Q                      1
worst max-delay path              stage0.Q      f[0]                      1
worst max register to register    stage1.Q  stage2.Q                      1
-- logic make-up after synthesis --
| logic type | count (synthesis) | synth area share [%] |
|---|---|---|
| and+or+nand+nor | 2 | 8.15 |
| DFF | 4 | 65.2 |
| buffers and inverters | 8 | 26.7 |
-- cell usage after synthesis --
master and number:
dfxtp_1 1, edfxtp_1 3, and2_2 1, and3_1 1, inv_1 4, buf_4 4
-- placed cells by master, fill, tap and decap left out --
master and instances:
and2_2 1, and3_1 1, clkbuf_1 1, clkbuf_4 3, clkdlybuf4s50_1 4, dfxtp_1 1
edfxtp_1 3, inv_1 4
-- through the flow --
| step | utilization (%) | setup slack [ns] | hold WS, ns | power [mW] |
|---|---|---|---|---|
| 3_5_place_dp | 6.92 | 0.389 | 0.409 | 0.112 |
| 3_3_place_gp | 6.92 | 0.398 | 0.395 | 0.112 |
| 6_report | 7.69 | 0.156 | 0.416 | 0.249 |
| 4_1_cts | 7.69 | 0.126 | 0.420 | 0.256 |
| 5_1_grt | 7.69 | 0.0909 | 0.431 | 0.264 |
| 2_1_floorplan | - | 0.766 | 0.388 | 0.112 |
-- registers in the layout, summed over array words and instances, names as in the netlist --
signal and flops:
stage2.Q 1, stage1.Q 1, stage0.Q 1, stage3.Q 1
-- final cells by class --
type	instances	area [um2]	share of cell area, %
sequential	4	110	41.9
tap	46	57.6	21.9
timing repair buffer	4	40.0	15.2
clock buffer	4	26.3	10.0
inverter	4	15.0	5.71
multi-input combinational	2	13.8	5.24
-- routing by layer --
layer / global-route usage (%) / up-vias / part of all wire [%] / wire length [um]
li1: - / 45 / - / -
met3: 2.61 / 0 / 38 / 125
met1: 0.806 / 44 / 39 / 130
met5: 0 / - / 0 / 0
met4: 0.528 / 0 / 0 / 0
met2: 0.722 / 9 / 23 / 76
-- power groups by stage --
stage | combinational [mW] | sequential (mW) | clock (mW)
finish | 0.0000000239 | 0.111 | 0.138
global route | 0.0000000239 | 0.110 | 0.153
CTS | 0.0000000239 | 0.111 | 0.145
Power and IR drop assume default switching activity.
